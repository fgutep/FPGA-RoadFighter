==> design.v <==
module SC_upCOUNTER #(parameter upCOUNTER_DATAWIDTH=8)(
	SC_upCOUNTER_data_OutBUS,
	SC_upCOUNTER_CLOCK_50,
	SC_upCOUNTER_RESET_InHigh,
	SC_upCOUNTER_upcount_InLow
);
output		[upCOUNTER_DATAWIDTH-1:0]	SC_upCOUNTER_data_OutBUS;
input		SC_upCOUNTER_CLOCK_50;
input		SC_upCOUNTER_RESET_InHigh;
input		SC_upCOUNTER_upcount_InLow;	
reg [upCOUNTER_DATAWIDTH-1:0] upCOUNTER_Register;
reg [upCOUNTER_DATAWIDTH-1:0] upCOUNTER_Signal;
always @(*)
begin
	if (SC_upCOUNTER_upcount_InLow == 1'b0)
		upCOUNTER_Signal = upCOUNTER_Register + 1'b1;
	else
		upCOUNTER_Signal = upCOUNTER_Register;
	end	
always @(posedge SC_upCOUNTER_CLOCK_50, posedge SC_upCOUNTER_RESET_InHigh)
begin
	if (SC_upCOUNTER_RESET_InHigh == 1'b1)
		upCOUNTER_Register <= 0;
	else
		upCOUNTER_Register <= upCOUNTER_Signal;
end
assign SC_upCOUNTER_data_OutBUS = upCOUNTER_Register;
endmodule
==> run.sh <==
#!/bin/bash
# OpenROAD 26Q1-2900-gdf79404cd8, Yosys 0.63+post, stock flow scripts
make -C /OpenROAD-flow-scripts/flow DESIGN_CONFIG=/design/flow/config.mk WORK_HOME=/design/flow/orfs finish
==> config.mk <==
export PLATFORM = sky130hd
export DESIGN_NAME = SC_upCOUNTER
export DESIGN_NICKNAME = SC_upCOUNTER
export VERILOG_FILES = /design/flow/design.v
export SDC_FILE = /design/flow/constraint.sdc
export NUM_CORES = 4
export LEC_CHECK = 1
export CORE_AREA = 10 10 70 70
export DIE_AREA = 0 0 80 80
==> constraint.sdc <==
current_design SC_upCOUNTER

set clk_period 1.5
set clk_io_pct 0.2

create_clock -name clk0 -period $clk_period [get_ports {SC_upCOUNTER_CLOCK_50}]

set non_clock_inputs [all_inputs -no_clocks]
set_input_delay [expr $clk_period * $clk_io_pct] -clock clk0 $non_clock_inputs
set_output_delay [expr $clk_period * $clk_io_pct] -clock clk0 [all_outputs]
==> results.toml <==
# flow metrics
[outcome]
outcome = "completed"

[power]
internal_power_mw = 0.743
power_leakage_nw = 0.254
p_total_mw = 1.04
p_sw_share_pct = 28.3
p_per_area_mw_per_mm2 = 1770
seq_power_share_pct = 37.8
switching_power_mw = 0.293
vdd_drop_max_uv = 848
power.clock.fraction_pct = 15.4
p_comb_share_pct = 46.7

[critical_path]
timing.rr.start = "upCOUNTER_Register[0]"
worst-path-buf-inv = 1
worst-endpoint-arrival_ns = 1.13
critical_path_class = "register to primary output"
startpoint = "upCOUNTER_Register[1]"
worstPathCellList = "clkdlybuf4s50_1"
worst_setup_path_end_kind = "primary output"
critical-path-top-delay-family = "buffers and inverters"
start_kind = "register"
cp_slowest_cell = "sky130_fd_sc_hd__clkdlybuf4s50_1"
worstPathRequired_ns = 1.20
largest_incremental_delay_on_the_critical_path_ns = 0.48
critical_path_peak_fanout = 4

[final_timing]
finClkSkew_ns = 0.00402
finalHoldViolations = 0
final.setup.tns_ns = 0
finalWorstPathRequiredPeriod_ns = 1.43
grt_setup_unrepaired = "false"
slew_viol_final = 0
worst_pin_slew_ns = 0.308
max_slew_headroom_pct = 79.4
fmax_mhz = 698
final_min_period_over_clock_period_pct = 95.5
worst_slack_ns = 0.0673
setup_viol = 0

[grt]
vias_in_the_first_global_route = 252
antenna_found_initial = 0
global_route.usage.total_pct = 2.49
grt_pass1_wl_um = 1220
grt_max_degree = 9
grt.overflow.total = 0

[drt]
detailedRoute.firstIterationViolations = 0
drt-wirelength-per-cell_um = 8.02
antenna_violating_nets_post_route = 0
routed-via-count = 267
drt-pass1-iter-count = 1
post-route-drc-count = 0
diodes = 0
avg_vias_per_cell = 2.90
wirelength_um = 738

[min_path]
timing.hold.worst.class = "primary input to asynchronous set/reset pin"

[clock_network]
cts_max_path_buffers = 2
clock_latency_at_the_later_pin_of_the_worst_skew_pair_ns = 0.25
tritoncts = "built"
cts_sinks = 8
cts-root-buf = "sky130_fd_sc_hd__clkbuf_4"
clk_pin_slew_ns = 0.05
holdBufCountCts = 0
htree_levels = 1
cts-buffers-inserted = 3

[cells_and_area]
largest-register = "upCOUNTER_Register"
fillers = 386
final_layout_size_suffix_gt1_share_pct = 32.6
largest_register_ff_count = 8
finalInstanceArea_um2 = 586
final_util_pct = 17.1
largest_registers = "upCOUNTER_Register x8"
final-comb-area_um2 = 153
areaGrowthSynthToFinish_pct = 64.2
area.sequential_um2 = 204

[synthesis]
yosys.stat.chipArea_um2 = 357
ys_types = 12
syn-mean-instance-area_um2 = 13.2
post_synth_instance_area_um2 = 357
synth_warnings = 1
synth_stat.cells = 27
ys.flops = 8
syn-instance-count = 27
yosys.stat.seqShare_pct = 56.1

[die]
initial_utilization_pct = 10.4
floorplan.die_area_mm2 = 0.00640
die_w_um = 80
io_pins = 11
core_area_mm2 = 0.00342
floorplan.rows = 21
fp.dieH_um = 80

[flow_run]
warning_count = 25
drv_cap = 0

[place]
port_buffers = 10
setup_ws_pre_cts_ns = 0.0407
dpl_cell_area_um2 = 514
finalWeightedCongestion = 0.658
[synthesized netlist by cell type]
master | count | share of area (%)
sky130_fd_sc_hd__dfrtp_1 | 8 | 56
sky130_fd_sc_hd__ha_1 | 1 | 3.5
sky130_fd_sc_hd__inv_1 | 1 | 1.1
sky130_fd_sc_hd__mux2_2 | 1 | 3.2
sky130_fd_sc_hd__nand2_1 | 3 | 3.2
sky130_fd_sc_hd__nand2b_1 | 1 | 1.8
sky130_fd_sc_hd__nand4b_1 | 1 | 2.5
sky130_fd_sc_hd__nand4b_4 | 1 | 6.7
sky130_fd_sc_hd__nor2_1 | 2 | 2.1
sky130_fd_sc_hd__nor3_2 | 1 | 2.8
sky130_fd_sc_hd__xnor2_1 | 4 | 9.8
sky130_fd_sc_hd__xor2_1 | 3 | 7.4
[per-stage QoR]
stage / hold WS [ns] / instances
floorplan: 0.116 / 27
global placement: 0.479 / 83
detailed placement: 0.482 / 83
CTS: 0.300 / 86
global route: 0.319 / 92
finish: 0.298 / 92
[repair_timing]
| item | in CTS | in global routing |
|---|---|---|
| resized | 2 | 1 |
| pin swaps | 0 | 0 |
| setup endpoints to repair | 2 | 6 |
| buffers inserted | 0 | 6 |
[placed cells by master (no fill, tap or decap), drive strengths merged, types with 2 or more instances in the layout]
cell	instances
buf	6
clkbuf	3
clkdlybuf4s50	10
dfrtp	8
nand2	3
nand4b	2
nor2	2
xnor2	4
xor2	3
[cell type report]
type / count / share of cell area [%]
tap: 46 / 9.83
inverter: 1 / 0.641
sequential: 8 / 34.8
timing repair buffer: 16 / 24.8
clock buffer: 3 / 3.85
multi-input combinational: 18 / 26.1
[cell families after synthesis]
family / Yosys count / synth area share [%]
simple gates: 9 / 18.9
flops: 8 / 56.1
xor+xnor: 7 / 17.2
buf+inv: 1 / 1.05
mux: 1 / 3.16
fa+ha+maj: 1 / 3.51
[power groups by stage]
stage                 clock (mW)  sequential (mW)  combinational (mW)
final                      0.160            0.392               0.484
after global routing       0.182            0.409               0.545
after CTS                  0.169            0.445               0.329
[per-layer routing]
layer	GRT usage, %	vias up	share of wire (%)
met2	2.49	12	33
met1	3.25	122	48
met3	2.95	2	18
li1	-	131	-
met5	0	-	0
met4	0.352	0	1.1
[path summary, 6_finish.rpt]
kind	to	slack (ns)	cells after the start
setup reg to reg	upCOUNTER_Register[6]	0.39	4
min in group clk0	upCOUNTER_Register[0]	0.49	1
max in group asynchronous	upCOUNTER_Register[1]	0.95	2
setup / recovery	SC_upCOUNTER_data_OutBUS[1]	0.07	1
hold / removal	upCOUNTER_Register[3]	0.30	2
hold reg to reg	upCOUNTER_Register[0]	0.49	1
