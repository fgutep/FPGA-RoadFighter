File: ./run.sh
#!/bin/bash
# OpenROAD 26Q1-2900-gdf79404cd8, Yosys 0.63+post, stock flow scripts
make -C /OpenROAD-flow-scripts/flow DESIGN_CONFIG=/design/flow/config.mk WORK_HOME=/design/flow/orfs finish
File: ./config.mk
export PLATFORM = sky130hd
export DESIGN_NAME = CC_Jugabilidad
export DESIGN_NICKNAME = CC_Jugabilidad
export VERILOG_FILES = /design/flow/design.v
export SDC_FILE = /design/flow/constraint.sdc
export NUM_CORES = 4
export LEC_CHECK = 1
export CORE_AREA = 10 10 70 70
export DIE_AREA = 0 0 80 80
File: ./design.v
module CC_Jugabilidad #(parameter RDATAWIDTH=8)(
    P0_CC_Jugabilidad_data_OutBUS,
    P1_CC_Jugabilidad_data_OutBUS,
    CC_Jugabilidad_load_InLow,
    CC_Jugabilidad_CLOCK_50,
    CC_Jugabilidad_RESET_InHigh,
    P0_CC_Jugabilidad_data_InBUS,
    P1_CC_Jugabilidad_data_InBUS,
	 CC_Jugabilidad_BackregsLoadInLow
);
localparam STATE_RESET_0      = 0;
localparam STATE_CHECK			= 1;
localparam CHECK_CARS      	= 2;
localparam STATE_SEND_CARS		= 3;
localparam STATE_NO_SEND  		= 4;
localparam STATE_END  			= 5;
input [7:0] P0_CC_Jugabilidad_data_InBUS;
input [7:0] P1_CC_Jugabilidad_data_InBUS;
input CC_Jugabilidad_load_InLow;
input CC_Jugabilidad_CLOCK_50;
input CC_Jugabilidad_RESET_InHigh;
output reg [7:0]P0_CC_Jugabilidad_data_OutBUS;
output reg [7:0]P1_CC_Jugabilidad_data_OutBUS;
output reg CC_Jugabilidad_BackregsLoadInLow;
reg SHOULDSEND = 1'b1;
reg [3:0] STATE_Register;
reg [3:0] STATE_Signal;
always @(*)
begin
    case (STATE_Register)
        STATE_RESET_0: STATE_Signal = STATE_CHECK;
        STATE_CHECK: STATE_Signal = CHECK_CARS;
			CHECK_CARS:
				begin
					if ((CC_Jugabilidad_load_InLow == 1'b0) && (SHOULDSEND == 1'b1))
					begin
							STATE_Signal = STATE_SEND_CARS;
					end
						else if ((CC_Jugabilidad_load_InLow == 1'b0) && (SHOULDSEND == 1'b0))
					begin
							STATE_Signal = STATE_NO_SEND;
					end
					else
					begin
							STATE_Signal = CHECK_CARS;
					end
				end
        default : STATE_Signal = CHECK_CARS;  
    endcase
end
always @ (posedge CC_Jugabilidad_CLOCK_50, posedge CC_Jugabilidad_RESET_InHigh)
begin
    if (CC_Jugabilidad_RESET_InHigh == 1'b1)
        STATE_Register <= STATE_RESET_0;
    else
        STATE_Register <= STATE_Signal;
end
always @ (*)
begin
    case (STATE_Register)
        STATE_RESET_0 :    
            begin
                P0_CC_Jugabilidad_data_OutBUS = 8'b00000000;
                P1_CC_Jugabilidad_data_OutBUS = 8'b00000000;
					 CC_Jugabilidad_BackregsLoadInLow = 1'b1;
            end
        STATE_CHECK :    
            begin
                P0_CC_Jugabilidad_data_OutBUS = 8'b00000000;
                P1_CC_Jugabilidad_data_OutBUS = 8'b00000000;
					 CC_Jugabilidad_BackregsLoadInLow = 1'b1;
            end
        CHECK_CARS :
            begin
                P0_CC_Jugabilidad_data_OutBUS = 8'b00000000;
                P1_CC_Jugabilidad_data_OutBUS = 8'b00000000;
					 CC_Jugabilidad_BackregsLoadInLow = 1'b1;
            end
        STATE_SEND_CARS :
            begin
					if ((P0_CC_Jugabilidad_data_InBUS == 8'b00001111) || (P1_CC_Jugabilidad_data_InBUS == 8'b11110000)) begin
					    P0_CC_Jugabilidad_data_OutBUS = 8'b00000011;
    					P1_CC_Jugabilidad_data_OutBUS = 8'b11000000;
    					SHOULDSEND = 1'b0;
						CC_Jugabilidad_BackregsLoadInLow = 1'b0;
					end else begin
    					P0_CC_Jugabilidad_data_OutBUS = P0_CC_Jugabilidad_data_InBUS;
    					P1_CC_Jugabilidad_data_OutBUS = P1_CC_Jugabilidad_data_InBUS;
    					SHOULDSEND = 1'b0;
						CC_Jugabilidad_BackregsLoadInLow = 1'b0;
								end
				end
        STATE_NO_SEND :
            begin
                P0_CC_Jugabilidad_data_OutBUS = 8'b00000000;
                P1_CC_Jugabilidad_data_OutBUS = 8'b00000000;
					 SHOULDSEND = 1'b1;
					 CC_Jugabilidad_BackregsLoadInLow = 1'b0;
            end
        default :
            begin
					P0_CC_Jugabilidad_data_OutBUS = P0_CC_Jugabilidad_data_InBUS;
					P1_CC_Jugabilidad_data_OutBUS = P1_CC_Jugabilidad_data_InBUS;
					CC_Jugabilidad_BackregsLoadInLow = 1'b1;
            end
    endcase
end
endmodule
File: ./constraint.sdc
current_design CC_Jugabilidad

set clk_period 3.1
set clk_io_pct 0.2

create_clock -name clk0 -period $clk_period [get_ports {CC_Jugabilidad_CLOCK_50}]

set non_clock_inputs [all_inputs -no_clocks]
set_input_delay [expr $clk_period * $clk_io_pct] -clock clk0 $non_clock_inputs
set_output_delay [expr $clk_period * $clk_io_pct] -clock clk0 [all_outputs]
==> run_results.csv <==
group,metric,value,unit
status,status,"finished, final reports clean",
critical_path,reg2reg_depth,2,
placement,gp_congestion,0.6987,
timing,unclocked_regs,1,
drt,routedWlPerCell,13.15,um
clock_network,clk_pin_slew,0.04,ns
critical_path,start_kind,"input pin",
layout,drive_gt1_frac,0.1058,
critical_path,cpLargestDelayFamily,"buffers and inverters",
critical_path,cp_slowest_cell,"clkdlybuf4s50_1",
yosys,ys_cells,69,
drt,wl_met2,861,um
clock_network,htreeDepth,1,
timing,max_freq,0.3411,GHz
layout,fillCellCount,376,
yosys,synthTopLogicFamily,"simple AND/OR/NAND/NOR gates",
critical_path,worst_ep_arrival_time,2.31,ns
yosys,top_area_cell,"dfrtp_1",
floorplan,die_h,80,um
grt,grt_pass1_vias,627,
clock_network,cts_buffers,3,
timing,maxSlewHeadroom,0.6076,
critical_path,crit_type,"input pin to output pin",
grt,antenna_found_initial,0,
drt,viasPerCell,4.287,
drt,route.met3.wl,154,um
yosys,top_cells_by_area,"dfrtp_1, a31o_1, and3_1",
yosys,simple_gate_share,0.3587,
yosys,netlist.area_leader.share,0.1794,
clock_network,cts_resized,0,
critical_path,worst_path_most_repeated_cell,"clkdlybuf4s50_1",
floorplan,ios,36,
grt,gr-total-overflow,0,
critical_path,rrSetupSlack,1.76,ns
timing,drv_slew,0,
critical_path,worst-path-max-fanout,4,
min_path,hold-path-endpoint,"STATE_Register[3]",
drt,initialDrtViolationCount,41,
placement,hpwl,1.609,mm
job,maxCapViolCount,0,
drt,route.detailed.drc,0,
grt,grt.total_usage,0.06225,
min_path,whs_path_depth,0,
min_path,worstHoldStart,"STATE_Register[0]",
timing,setup_violations,0,
yosys,ys_ff,6,
power_and_ir_drop,vdd_ir_drop_max,0.2380,mV
clock_network,cts_tree,"built",
timing,setup_tns,0,ns
timing,min_period_over_period,0.9456,
timing,untimed_endpoints,1,
yosys,ys_area,558.0,um2
critical_path,r2r-end,"STATE_Register[2]",
yosys,synth.distinct_cells,25,
power_and_ir_drop,power.total,222.3,uW
yosys,syn_avg_cell_area,8.087,um2
critical_path,end_kind,"output pin",
clock_network,root_buffer,"clkbuf_4",
floorplan,fp_util,0.1634,
yosys,xor_share,0,
clock_network,cts_buffer_depth,2,
grt,grt_max_degree,19,
clock_network,post_cts.repair.setup_buffers,0,
yosys,synth_cells,69,
critical_path,critPathRequiredTime,2.48,ns
layout,final_cell_mix,"clkdlybuf4s50_1, and3_1, nand2_1, inv_1, a31o_1",
drt,routed_wl,1.973,mm
timing,hold_viol,0,
grt,grt_pass1_wl,3.243,mm
yosys,synth_area,558.0,um2
drt,num_vias,643,
yosys,ys_sh_aoi,0.2780,
timing,tightest_slew,0.5886,ns
critical_path,r2r_start,"STATE_Register[4]",
critical_path,worstPathCellList,"clkdlybuf4s50_1 -> and4_1 -> and2_1 -> o31ai_1 -> clkdlybuf4s50_1",
timing,fin_crit,2.931,ns
placement,portBuffers,35,
critical_path,max_stage_delay,0.52,ns
floorplan,dieArea,0.006400,mm2
layout,area_growth,72.20,%
floorplan,die_w,80,um
drt,dr.pass1.iters,4,
yosys,yosys_warnings,1,
clock_network,clkLatencyLatePin,0.23,ns
yosys,synth_adder_area_share,0,
floorplan,core-area,0.003416,mm2
drt,final_antenna_net_count,0,
drt,diodes,0,
power_and_ir_drop,leakagePower,0.3802,nW
floorplan,row_count,21,
layout,layout_top_cell,"clkdlybuf4s50_1",
power_and_ir_drop,powerDensity,231.4,mW/mm2
drt,highest_layer,"met3",
timing,rsz0062_at_grt,"no",
timing,skew,0.0005170,ns
clock_network,ctsHoldBuffers,0,
critical_path,critPathBufInv,2,
min_path,hold_path.class,"register to register",
job,warnings,25,
yosys,mux_area_frac,0,
drt,wl_met1,957,um
[power by group]
group | switching [mW] | internal (mW)
registers | 0.00655 | 0.0714
clock network | 0.0241 | 0.0485
logic | 0.0267 | 0.0450
[cell type report]
class	instances	area, um2	share of cell area
Clock buffer	4	26.28	0.02734
Inverter	7	26.28	0.02734
Multi-Input combinational cell	52	359.1	0.3737
Sequential cell	6	141.4	0.1471
Tap cell	46	57.56	0.05990
Timing Repair Buffer	35	350.3	0.3646
[cell usage after synthesis]
| master | instances |
|---|---|
| and2_1 | 2 |
| dfrtp_1 | 4 |
| o31ai_1 | 4 |
| nor3_4 | 1 |
| dlxtn_1 | 1 |
| nand3_1 | 4 |
| nor2_1 | 1 |
| nand2_2 | 1 |
| dfstp_2 | 1 |
| and4_1 | 2 |
| nor4_2 | 2 |
| and3b_1 | 1 |
| a21oi_1 | 4 |
| buf_2 | 1 |
| clkbuf_1 | 1 |
| nor2_2 | 1 |
| inv_1 | 7 |
| a31o_1 | 6 |
| a41oi_1 | 4 |
| and3_1 | 8 |
| nand2_1 | 7 |
| a31o_2 | 2 |
| nor3b_1 | 1 |
| buf_6 | 2 |
| conb_1 | 1 |
[logic make-up (layout without fill, tap and decap cells)]
family | Yosys count | after routing
latches | 1 | 1
flip-flops | 5 | 5
buffers and inverters | 11 | 46
AND-OR/OR-AND | 20 | 20
other | 1 | 1
AND/OR/NAND/NOR | 31 | 31
[flip-flops by register name (all words and copies together), names as in the netlist]
signal and cells:
STATE_Register 5, SHOULDSEND 1
[worst max-delay path by stage]
stage                              startpoint                               end  slack (ns)  depth (start not counted)
finish        P0_CC_Jugabilidad_data_InBUS[3]  P0_CC_Jugabilidad_data_OutBUS[2]        0.17                          5
global route  P0_CC_Jugabilidad_data_InBUS[4]  P1_CC_Jugabilidad_data_OutBUS[0]        0.04                          5
CTS           P0_CC_Jugabilidad_data_InBUS[3]  P0_CC_Jugabilidad_data_OutBUS[3]        0.17                          5
[per-layer routing]
| layer | up-vias | global-route usage |
|---|---|---|
| met5 | - | 0 |
| met4 | 0 | 0.003521 |
| met3 | 0 | 0.02273 |
| met2 | 19 | 0.09149 |
| met1 | 292 | 0.08853 |
| li1 | 332 | - |
[stage by stage]
| step | utilization | instances | setup WS, ns | hold WS [ns] | instance area, um2 |
|---|---|---|---|---|---|
| 3_3_place_gp | 0.2736 | 146 | 0.1690 | 0.3972 | 934.6 |
| 5_1_grt | 0.2813 | 150 | 0.03957 | 0.4065 | 960.9 |
| 6_report | 0.2813 | 150 | 0.1686 | 0.4033 | 960.9 |
| 3_5_place_dp | 0.2736 | 146 | 0.1706 | 0.3974 | 934.6 |
| 2_1_floorplan | - | 69 | 1.209 | 0.3950 | 558.0 |
| 4_1_cts | 0.2813 | 150 | 0.1659 | 0.4048 | 960.9 |
